==> flow/design.v <==
module qa1
  (
   input wire 	    clock,
   input wire [7:0] toggle_switch,
   input wire [3:0] push_button,
   output reg [6:0] red_led,
   output reg [3:0] green_led
   );
   wire [3:0] 	    a,b;
   reg [3:0] 	    mul;
   assign a = toggle_switch[3:0];  
   assign b = push_button;  
   always @(posedge clock )   begin
      mul <= a * b;
      case (mul)
            4'h0 : red_led = 7'b0111111;
            4'h1 : red_led = 7'b0000110;
            4'h2 : red_led = 7'b1011011;
            4'h3 : red_led = 7'b1001111;
            4'h4 : red_led = 7'b1100110;
            4'h5 : red_led = 7'b1101101;
            4'h6 : red_led = 7'b1111101;
            4'h7 : red_led = 7'b0000111;
            4'h8 : red_led = 7'b1111111;
            4'h9 : red_led = 7'b1101111;
            4'ha : red_led = 7'b1110111;
            4'hb : red_led = 7'b1111100;
            4'hc : red_led = 7'b1011000;
            4'hd : red_led = 7'b1011110;
            4'he : red_led = 7'b1111001;
            4'hf : red_led = 7'b1110001;
      endcase
   end
endmodule
==> flow/run.sh <==
#!/bin/bash
# OpenROAD 26Q1-2900-gdf79404cd8, Yosys 0.63+post, stock flow scripts
make -C /OpenROAD-flow-scripts/flow DESIGN_CONFIG=/design/flow/config.mk WORK_HOME=/design/flow/orfs finish
==> flow/config.mk <==
export PLATFORM = sky130hd
export DESIGN_NAME = qa1
export DESIGN_NICKNAME = qa1
export VERILOG_FILES = /design/flow/design.v
export SDC_FILE = /design/flow/constraint.sdc
export NUM_CORES = 4
export LEC_CHECK = 1
export CORE_AREA = 10 10 81 81
export DIE_AREA = 0 0 91 91
==> flow/constraint.sdc <==
current_design qa1

set clk_period 1.7
set clk_io_pct 0.2

create_clock -name clk0 -period $clk_period [get_ports {clock}]

set non_clock_inputs [all_inputs -no_clocks]
set_input_delay [expr $clk_period * $clk_io_pct] -clock clk0 $non_clock_inputs
set_output_delay [expr $clk_period * $clk_io_pct] -clock clk0 [all_outputs]
==> run notes <==
Status of the implementation.

- The count of yosys warnings during synthesis is 5, for reference.
- In this design, the critical path's most frequently occurring cell is sky130_fd_sc_hd__ha_4.
- The synthesis-to-layout area growth is 45.9%, for reference.
- The total power per unit cell area is 913 nW/um^2, for reference.
- Per STA, the worst path is made up of buf_2, and2_4, ha_4, ha_4, ha_4, xnor2_2, xnor2_1, xnor3_1.
- From bottom edge to top edge, the die measures 91 um.
- The number of iterations in the first detailed-routing pass is 2, for reference.
- In this run the full chip footprint comes out at 8280 um^2.
- Counting flops and latches in the post-synthesis netlist gives 11.
- The placement-stage cell area is 961 um^2, for reference.
- The clock edge transition at the registers on the reported setup and hold paths is 0.05 ns, for reference.
- TritonCTS built the clock tree.
- The total power consumption of the routed design is 0.900 mW, for reference.
- The buffers plus inverters on the worst setup path is 1, for reference.
- Per the detail_route report, inserted antenna diodes total 0.
- The final routed wire length divided by cell count is 8.26 um, for reference.
- The worst reg2reg path endpoint is red_led[3]$_DFF_P_, for reference.
- The sequential-to-total area share from yosys stat is 32.6%, for reference.
- The total clock sinks is 11, for reference.
- The number of endpoints with negative hold slack in the final report is 0, for reference.
- The worst reg2reg path startpoint is mul[1]$_DFF_P_, for reference.
- The final routed wirelength across all metal layers is 1300 um, for reference.
- The depth of the worst register-to-register path is 5, for reference.
- The total CTS buffers is 3, for reference.
- Summing every instance area after synthesis gives 676 um^2.
- The class of the tightest hold or removal check is in -> reg, for reference.
- The post-placement cell count is 153, for reference.
- The count of placed standard cells in the final layout, fillers left out is 157, for reference.
- The worst min-delay path startpoint is toggle_switch[0], for reference.
- The endpoint of the worst hold path is reported as mul[0]$_DFF_P_.
- For this run, the total global-route usage over all layers was measured as 3.20%.
- STA classifies the critical path endpoint as a register.
- The number of antenna violations at the first check in global routing is 0, for reference.
- The chip area estimate from yosys synthesis is 676 um^2, for reference.
- STA puts the critical path data arrival time at 1.71 ns.
- Of the cells placed in the final design, the portion with a size suffix greater than 1 is 24.4%.
- By instance count after routing, the leading logic cell type is sky130_fd_sc_hd__dfxtp_1.
- In the routed layout, each cell is associated on average with a via count of 3.15.
- The mean instance size in the synthesized netlist is 9.65 um^2, for reference.
- The tally of nets with antenna violations remaining after routing is 0, for reference.
- The worst hold path was traced through 3 stages.
- The routed layout reports a DRC error count of 0.
- Counting the fill cells in the layout gives 536.
- The fmax is 626 MHz, for reference.
- The total via count after detailed routing is 495, for reference.
- The count of max-cap constraint violations is 0, for reference.
- Counting along the longest clock path gives a buffer depth of 2.
- The report shows a maximum critical-path fanout of 3.
- Across all stage logs, warnings added up to 36.
- In the final report, the number of endpoints failing setup comes to 0.
- The cell with the largest stage delay on the worst path is sky130_fd_sc_hd__ha_4, for reference.
- The number of buffers inserted by hold repair at cts is 0, for reference.
- The worst path required time is 1.81 ns, for reference.
- The horizontal die dimension is 91 um, for reference.
- The number of global-route vias before repair is 501, for reference.
- The floorplan core area is 4820 um^2, for reference.
- After floorplanning, the core was divided into 25 placement rows.
- The number of cell instances after yosys synthesis is 70, for reference.
- The DRC violation total after the first TritonRoute iteration is 18, for reference.
- The overall overflow remaining after global route is 0, for reference.
- The static power due to leakage is 0.426 nW, for reference.
- The portion of the clock cycle consumed by the worst path in the final layout is 94.0%, for reference.
- In this run the register-to-register setup slack is 0.24 ns.
- The top-level port count is 24, for reference.
- In this run the number of H-tree levels came out at 1.
- The placed wire-length estimate after detailed placement is 1100 um, for reference.
- The worst supply voltage drop on vdd is 262 uV, for reference.
- The run finished with clean final reports.
- Setup repair after global routing left no endpoint under its margin.
- The slack of the critical path is 0.101 ns, for reference.
- Prior to clock tree synthesis, the placed netlist has a worst setup slack of -0.519 ns.
- Entering global routing, the biggest net connects 14 pins.
- For reference, the most critical setup path is categorized as in -> reg.
- As logged by OpenROAD, the buffers inserted on ports number 15.
- The final worst clock skew is 0.000250 ns, for reference.
- The buffers inserted during post-CTS setup optimization is 0, for reference.
- The critical path's largest stage delay is 0.24 ns, for reference.
- With fillers left out, the area of the finished cells amounts to 986 um^2.
- The insertion delay at the late pin of the worst-skew pair is 0.23 ns, for reference.
- The floorplan step records an initial core utilization of 14.0%.
- The most critical hold endpoint after final layout shows a slack of 0.439 ns.
- The most common logic cells in the final layout are sky130_fd_sc_hd__dfxtp_1 (11), sky130_fd_sc_hd__clkdlybuf4s50_1 (9), sky130_fd_sc_hd__ha_1 (8).
- The final weighted congestion in routability-driven placement is 0.754, for reference.
- The post-layout minimum cycle time is 1.60 ns, for reference.
- The cell family with the largest share of critical-path delay is adder cells, for reference.
- The final timing report lists a max-slew violation count of 0.
- STA classifies the critical path startpoint as an input pin.
- The first global-routing pass estimated 2200 um of wire.
- Looking at the clock tree report, the root buffer type is sky130_fd_sc_hd__clkbuf_8.
- The synthesized instance count is 70, for reference.
- Yosys mapped the design onto 25 distinct sky130hd cell types.
-- Yosys cell counts --
cell	number	share of area, %
sky130_fd_sc_hd__dfxtp_1	11	33
sky130_fd_sc_hd__ha_1	11	20
sky130_fd_sc_hd__and2_1	6	5.6
sky130_fd_sc_hd__a21oi_1	5	3.7
sky130_fd_sc_hd__buf_4	4	4.4
sky130_fd_sc_hd__inv_1	4	2.2
sky130_fd_sc_hd__nand2_1	4	2.2
sky130_fd_sc_hd__nor2_1	4	2.2
sky130_fd_sc_hd__a22oi_1	2	2.2
sky130_fd_sc_hd__buf_2	2	1.5
sky130_fd_sc_hd__nor2b_1	2	1.9
sky130_fd_sc_hd__xnor2_1	2	2.6
sky130_fd_sc_hd__a211oi_1	1	1.1
sky130_fd_sc_hd__conb_1	1	0.56
sky130_fd_sc_hd__inv_2	1	0.56
sky130_fd_sc_hd__mux2i_1	1	1.5
sky130_fd_sc_hd__mux4_2	1	3.3
sky130_fd_sc_hd__nand2_2	1	0.93
sky130_fd_sc_hd__nand2b_1	1	0.93
sky130_fd_sc_hd__nor3_1	1	0.74
sky130_fd_sc_hd__o21ai_0	1	0.74
sky130_fd_sc_hd__o21bai_1	1	1.1
sky130_fd_sc_hd__xnor2_2	1	2.4
sky130_fd_sc_hd__xnor3_1	1	3.3
sky130_fd_sc_hd__xor2_1	1	1.3
-- stage by stage --
stage | TNS, ns | utilization [%]
6_report | 0 | 20.5
5_1_grt | 0 | 20.5
4_1_cts | 0 | 20.8
3_5_place_dp | -0.584 | 19.9
3_3_place_gp | -0.581 | 19.9
2_1_floorplan | -0.00406 | -
-- metal layers --
metal	up-vias	routed length, um	GRT usage, %
li1	258	-	-
met4	0	13	0.392
met1	223	511	3.27
met5	-	0	0
met3	2	105	1.91
met2	12	666	5.67
-- power by group --
group / switching (mW) / leakage (nW) / total [mW] / internal, mW
registers: 0.0541 / 0.0922 / 0.376 / 0.322
clock network: 0.0925 / 0.0228 / 0.257 / 0.164
logic: 0.0821 / 0.311 / 0.267 / 0.185
-- cell families after synthesis --
logic type	after synthesis	synth area share, %
AOI/OAI and AO/OA	10	8.89
buffers and inverters	11	8.70
other	1	0.555
muxes	2	4.81
xor gates and xnor gates	5	9.63
DFF	11	32.6
and+or+nand+nor	19	14.4
adders and majority gates	11	20.4
-- flip-flops by register name, indices dropped and copies added (netlist names) --
name and cells:
red_led 7, mul 4
-- worst reg2reg max path: stages, from the launching register on --
cell,delay (ns)
sky130_fd_sc_hd__dfxtp_1,0.43
sky130_fd_sc_hd__inv_1,0.13
sky130_fd_sc_hd__ha_1,0.31
sky130_fd_sc_hd__inv_1,0.05
sky130_fd_sc_hd__mux4_2,0.44
sky130_fd_sc_hd__inv_1,0.06
-- how the worst max path moves through the flow --
stage / startpoint / endpoint / cells after the start
final: push_button[1] / mul[3]$_DFF_P_ / 8
after CTS: toggle_switch[0] / mul[3]$_DFF_P_ / 8
after global routing: push_button[1] / mul[3]$_DFF_P_ / 8
-- area by class of cell --
cell class	instances	area, um^2	area share [%]
multi-input combinational	51	460	46.7
inverter	5	18.8	1.90
sequential	11	220	22.3
timing repair buffer	19	158	16.0
clock buffer	4	45.0	4.57
tap	67	83.8	8.50
-- what timing repair did --
action | in CTS | in global routing
pin swaps | 5 | 7
resized | 14 | 3
endpoints found under the setup margin | 1 | 1
No activity file was given, so power comes from the tool's default toggle rates.
